$ cat flow/design.v
module prepare_eng_ctrl (
     input  clk
    ,input  rst
    ,input  logic                           manage_prep_msg_val
    ,output logic                           prep_manage_msg_rdy
    ,input  logic                           manage_prep_req_val
    ,output logic                           prep_vr_state_wr_req
    ,output logic                           ctrl_datap_store_info 
    ,output logic                           ctrl_datap_store_resp
    ,input  logic                           datap_ctrl_msg_is_validate
    ,input  logic                           datap_ctrl_prep_ok
    ,input  logic                           datap_ctrl_log_has_space
    ,output logic                           start_req_ingest
    ,input  logic                           log_write_done
    ,output logic                           start_log_clean
    ,input  logic                           log_clean_done
    ,output logic                           prep_to_udp_meta_val
    ,input  logic                           to_udp_prep_meta_rdy
    ,output logic                           prep_to_udp_data_val
    ,output logic                           prep_to_udp_data_last
    ,input  logic                           to_udp_prep_data_rdy
    ,output logic                           prep_engine_rdy
);
    typedef enum logic[2:0] {
        READY = 3'd0,
        HANDLE_OP = 3'd1,
        SEND_UDP_META = 3'd2,
        SEND_PREP_OK_DATA = 3'd3,
        SEND_VALIDATE_DATA = 3'd5,
        WAIT_LOG_WRITE = 3'd4,
        UND = 'X
    } state_e;
    state_e state_reg;
    state_e state_next;
    always_ff @(posedge clk) begin
        if (rst) begin
            state_reg <= READY;
        end
        else begin
            state_reg <= state_next;
        end
    end
    assign prep_engine_rdy = state_reg == READY;
    always_comb begin
        prep_manage_msg_rdy = 1'b0;
        prep_to_udp_meta_val = 1'b0;
        prep_to_udp_data_val = 1'b0;
        prep_to_udp_data_last = 1'b0;
        prep_vr_state_wr_req = 1'b0;
        ctrl_datap_store_info = 1'b0;
        ctrl_datap_store_resp = 1'b0;
        start_req_ingest = 1'b0;
        start_log_clean = 1'b0;
        state_next = state_reg;
        case (state_reg)
            READY: begin
                ctrl_datap_store_info = 1'b1;
                if (manage_prep_msg_val & manage_prep_req_val) begin
                    prep_manage_msg_rdy = 1'b1;
                    start_req_ingest = 1'b1;
                    start_log_clean = 1'b1;
                    state_next = HANDLE_OP;
                end
            end
            HANDLE_OP: begin
                ctrl_datap_store_resp = 1'b1;
                if (~datap_ctrl_log_has_space) begin
                    state_next = WAIT_LOG_WRITE;
                end
                else begin
                    state_next = SEND_UDP_META;
                end
            end
            SEND_UDP_META: begin
                prep_to_udp_meta_val = 1'b1;
                if (to_udp_prep_meta_rdy) begin
                    if (datap_ctrl_msg_is_validate) begin
                        state_next = SEND_VALIDATE_DATA;
                    end
                    else begin
                        state_next = SEND_PREP_OK_DATA;
                    end
                end
            end
            SEND_PREP_OK_DATA: begin
                prep_to_udp_data_val = 1'b1;
                prep_to_udp_data_last = 1'b1;
                if (to_udp_prep_data_rdy) begin
                    if (log_write_done & log_clean_done) begin
                        prep_vr_state_wr_req = datap_ctrl_prep_ok & datap_ctrl_log_has_space;
                        state_next = READY;
                    end
                    else begin
                        state_next = WAIT_LOG_WRITE;
                    end
                end
            end
            SEND_VALIDATE_DATA: begin
                prep_to_udp_data_val = 1'b1;
                prep_to_udp_data_last = 1'b1;
                if (to_udp_prep_data_rdy) begin
                    state_next = READY;
                end
            end
            WAIT_LOG_WRITE: begin
                if (log_write_done & log_clean_done) begin
                    prep_vr_state_wr_req = datap_ctrl_prep_ok & datap_ctrl_log_has_space;
                    state_next = READY;
                end
            end
            default: begin
                prep_manage_msg_rdy = 'X;
                prep_to_udp_meta_val = 'X;
                prep_to_udp_data_val = 'X;
                prep_to_udp_data_last = 'X;
                ctrl_datap_store_info = 'X;
                start_req_ingest = 'X;
                state_next = UND;
            end
        endcase
    end
endmodule
$ cat flow/run.sh
#!/bin/bash
# OpenROAD 26Q1-2900-gdf79404cd8, Yosys 0.63+post, stock flow scripts
make -C /OpenROAD-flow-scripts/flow DESIGN_CONFIG=/design/flow/config.mk WORK_HOME=/design/flow/orfs finish
$ cat flow/config.mk
export PLATFORM = sky130hd
export DESIGN_NAME = prepare_eng_ctrl
export DESIGN_NICKNAME = prepare_eng_ctrl
export VERILOG_FILES = /design/flow/design.v
export SDC_FILE = /design/flow/constraint.sdc
export NUM_CORES = 4
export LEC_CHECK = 1
export CORE_AREA = 10 10 70 70
export DIE_AREA = 0 0 80 80
$ cat flow/constraint.sdc
current_design prepare_eng_ctrl

set clk_period 1.8
set clk_io_pct 0.2

create_clock -name clk0 -period $clk_period [get_ports {clk}]

set non_clock_inputs [all_inputs -no_clocks]
set_input_delay [expr $clk_period * $clk_io_pct] -clock clk0 $non_clock_inputs
set_output_delay [expr $clk_period * $clk_io_pct] -clock clk0 [all_outputs]
==> PnR_summary.wiki <==
== Flow metrics ==
{| class="wikitable"
! Metric !! Value
|-
| Worst endpoint required time || 1.44 ns
|-
| Avg Cell Area, Syn || roughly 8.4 um2
|-
| Via count || 376
|-
| Number of antenna violations at the first check in global routing || 0
|-
| Maximum net fanout on the critical path || 2
|-
| Final-report hold violation count || 0
|-
| RSZ-0062 raised after global routing || no
|-
| Mapped cell area || 304 um2
|-
| CP bufs+invs || 2
|-
| Global placement routability congestion || 0.710
|-
| Clock tree from TritonCTS || done
|-
| CP Cell Sequence || or3_4 > buf_4 > nor3_2 > clkdlybuf4s15_1
|-
| Port Buf Inserts || 20
|-
| Cts-stage hold buffer count || 0
|-
| Top Family by Delay on Critical Path || simple AND/OR/NAND/NOR gates
|-
| Total global routing overflow || 0
|-
| Wire length of the first global-routing pass || 1.76 mm
|-
| Placed Instance Area || 614 um2
|-
| Final routed wirelength across all metal layers || ~1.1 mm
|-
| Placed wire-length estimate after detailed placement || around 940 um
|-
| Cell row count || 21
|-
| Maximum number of buffers from clock root to sink || 2
|-
| Total antenna diodes in the routed design || 0
|-
| Post-detailed-route count of antenna-violating nets || 0
|-
| Critical Path Max Stage Delay || just under 0.4 ns
|-
| Power per Cell Area || 524 nW/um2
|-
| Horizontal die size || roughly 80 um
|-
| Max-slew violations || 0
|-
| Total of flip-flops plus latches after synthesis || 6
|-
| Final cell utilization of the core || 19.4%
|-
| Vias in the first global route || 386
|-
| Setup Slack @ Placement || -0.242 ns
|-
| Fa+ha+maj area frac || 0%
|-
| Number of cells in the finished layout apart from fillers || about 110
|-
| Register share after synthesis || 39.5%
|-
| Kind of start point of the critical path || register
|-
| Number of DRC violations after detailed-routing iteration 0 || 20
|-
| Ys Warns || 1
|-
| Post-synthesis cell count from yosys || 36
|-
| Tool warnings || 25
|-
| Inserted Clock Buffers || 3
|-
| Worst voltage drop across the vdd grid || 116 uV
|-
| Floorplan die height || 80 um
|-
| Area delta synth->final || 118%
|-
| Share of cell area taken by muxes after synthesis || 0%
|-
| Period utilisation layout || between 90% and 100%
|-
| Chip Area, Yosys || 304 um2
|-
| Total Negative Setup Slacks || 0 ns
|-
| Xor/xnor share || 0%
|-
| Type of the tightest min-delay check || in -> reg
|-
| Aoi share || 19.3%
|-
| Core region area || about 3400 um2
|-
| Simple-gate share of the synthesized area || around 36%
|-
| Placed instance count || 109
|-
| Leakage power of the design || 0.271 nW
|-
| Number of instances in the synthesized netlist || 36
|-
| Average routed wire per standard cell || 10.1 um
|-
| Drt pass-1 iters || 2
|-
| Cell area after layout || 663 um2
|-
| Logic family by area || simple AND/OR/NAND/NOR gates
|-
| Final setup margin || around 0.062 ns
|-
| Share of layout cells above drive strength 1 || approximately 36%
|-
| Top achievable clock speed || around 580 MHz
|-
| Transition time at the pin with the least slew margin || 0.384 ns
|-
| Largest net degree at the start of global routing || 8
|-
| Clock sinks || 6
|-
| Category of the worst setup path capture point || primary output
|-
| Worst endpoint data arrival time || 1.38 ns
|-
| Layout Skew || 0.00266 ns
|-
| Cell with the biggest individual delay on the critical path || sky130_fd_sc_hd__or3_4
|-
| Number of flip-flops under the largest register name || 6
|-
| Core Density at Floorplan || 8.90%
|-
| Number of remaining DRC errors || 0
|-
| CP Class || reg -> out
|-
| Worst-path clk slew || 0.04 ns
|-
| Worst skew pair latency || 0.24 ns
|-
| Vias per inst || 3.33
|-
| Ports placed on the boundary || 21
|-
| Max-capacitance violation count || 0
|-
| Deepest level of the CTS H-tree || 1
|-
| Root buffer cell || sky130_fd_sc_hd__clkbuf_4
|-
| Total die area || 6400 um2
|-
| Post-layout min period || 1.74 ns
|-
| Number of distinct library cells after synthesis || 19
|-
| Run status || complete, no violations
|-
| Number of failing setup endpoints in the final timing report || 0
|-
| Aggregate global-route resource usage || 3.35%
|-
| Relative slew slack || between 70 and 80%
|}
[worst paths after layout]
check                           start  cells after the start                   end  slack, ns
setup / recovery         state_reg[0]                      4  prep_to_udp_meta_val       0.06
hold / removal    manage_prep_req_val                      3          state_reg[0]       0.61
setup reg to reg         state_reg[5]                      4          state_reg[0]       0.83
hold reg to reg          state_reg[4]                      3          state_reg[0]       0.61
[stage by stage]
step                      hold slack [ns]  power, mW
after global placement              0.541      0.228
after floorplan                     0.429      0.164
after CTS                           0.607      0.353
after detailed placement            0.552      0.229
after global routing                0.615      0.370
final                               0.608      0.347
[area by class of cell]
cell class | instances | area [um2]
repair buffers | 30 | 258
clock buffers | 3 | 22.5
fillers | 382 | 2750
multi-input cells | 28 | 204
flip-flops and latches | 6 | 121
well taps | 46 | 57.6
[placed cells by master, fill, tap and decap left out]
| cell type | Yosys | routed |
|---|---|---|
| sky130_fd_sc_hd__or2b_1 | 1 | 1 |
| sky130_fd_sc_hd__nor2_1 | 3 | 1 |
| sky130_fd_sc_hd__nor3_2 | 1 | 1 |
| sky130_fd_sc_hd__clkbuf_4 | 0 | 3 |
| sky130_fd_sc_hd__or3_4 | 0 | 1 |
| sky130_fd_sc_hd__nand2_1 | 4 | 4 |
| sky130_fd_sc_hd__or4_4 | 1 | 1 |
| sky130_fd_sc_hd__dfxtp_2 | 0 | 1 |
| sky130_fd_sc_hd__nand3_1 | 1 | 1 |
| sky130_fd_sc_hd__and3_4 | 0 | 1 |
| sky130_fd_sc_hd__buf_4 | 2 | 10 |
| sky130_fd_sc_hd__nor2b_1 | 1 | 1 |
| sky130_fd_sc_hd__nor3_4 | 0 | 1 |
| sky130_fd_sc_hd__a21bo_2 | 1 | 1 |
| sky130_fd_sc_hd__a21oi_1 | 5 | 5 |
| sky130_fd_sc_hd__nor2_4 | 0 | 2 |
| sky130_fd_sc_hd__nand3b_1 | 1 | 1 |
| sky130_fd_sc_hd__a21o_1 | 1 | 1 |
| sky130_fd_sc_hd__dlygate4sd2_1 | 0 | 6 |
| sky130_fd_sc_hd__clkdlybuf4s50_1 | 0 | 10 |
| sky130_fd_sc_hd__buf_2 | 0 | 2 |
| sky130_fd_sc_hd__o211ai_1 | 1 | 1 |
| sky130_fd_sc_hd__dfxtp_1 | 6 | 5 |
| sky130_fd_sc_hd__o2bb2ai_1 | 1 | 1 |
| sky130_fd_sc_hd__nand2b_1 | 2 | 2 |
| sky130_fd_sc_hd__nor3_1 | 2 | 1 |
| sky130_fd_sc_hd__clkdlybuf4s15_1 | 0 | 2 |
[cell usage after synthesis]
cell	number	area, um2
sky130_fd_sc_hd__buf_4	2	15.0
sky130_fd_sc_hd__nand2_1	4	15.0
sky130_fd_sc_hd__nand2b_1	2	12.5
sky130_fd_sc_hd__nor3_2	1	10.0
sky130_fd_sc_hd__dfxtp_1	6	120
sky130_fd_sc_hd__nor2_1	3	11.3
sky130_fd_sc_hd__nand3_1	1	5.00
sky130_fd_sc_hd__nor3_1	2	10.0
sky130_fd_sc_hd__a21o_1	1	7.51
sky130_fd_sc_hd__or2b_1	1	7.51
sky130_fd_sc_hd__o2bb2ai_1	1	8.76
sky130_fd_sc_hd__a21bo_2	1	10.0
sky130_fd_sc_hd__or3_2	1	7.51
sky130_fd_sc_hd__a21oi_1	5	25.0
sky130_fd_sc_hd__nor2b_1	1	6.26
sky130_fd_sc_hd__or4_4	1	11.3
sky130_fd_sc_hd__o211ai_1	1	7.51
sky130_fd_sc_hd__and3_1	1	6.26
sky130_fd_sc_hd__nand3b_1	1	7.51
[where the power goes]
part / total (mW) / internal (mW) / switching (mW)
clock: 0.119 / 0.0751 / 0.0439
sequential: 0.142 / 0.138 / 0.00400
combinational: 0.0864 / 0.0598 / 0.0266
total: 0.347 / 0.273 / 0.0745
[logic make-up after synthesis]
logic type / after synthesis
DFF: 6
and+or+nand+nor: 19
AOI/OAI and AO/OA: 9
buffers and inverters: 2
[timing repair]
item                                    4_1_cts  5_1_grt
gates resized                                21        4
buffers inserted                              2        0
endpoints found under the setup margin        8        3
pin swaps                                     5        3
[per-layer routing]
metal,global-route usage (%),vias to the layer above,routed length [um]
met5,0,-,0
met1,3.56,167,426
met3,1.25,4,95
met4,1.41,0,36
met2,5.78,14,581
li1,-,191,-
[worst min-delay path, cell delays in order]
cell and delay (ns):
sky130_fd_sc_hd__dlygate4sd2_1 0.24, sky130_fd_sc_hd__a21bo_2 0.13, sky130_fd_sc_hd__o211ai_1 0.07
Power and IR drop assume default switching activity.
