`design.v`:
```
module commit_eng_ctrl (
     input clk
    ,input rst
    ,input  logic                           manage_commit_msg_val
    ,output logic                           commit_manage_msg_rdy
    ,input  logic                           manage_commit_req_val
    ,input  logic                           manage_commit_req_last
    ,output logic                           commit_manage_req_rdy
    ,output logic                           commit_vr_state_wr_req
    ,input  logic                           vr_state_commit_wr_rdy
    ,output logic                           commit_log_hdr_mem_rd_req_val
    ,input  logic                           log_hdr_mem_commit_rd_req_rdy
    ,input  logic                           log_hdr_mem_commit_rd_resp_val
    ,output logic                           commit_log_hdr_mem_rd_resp_rdy
    ,output logic                           commit_log_hdr_mem_wr_val
    ,input  logic                           log_hdr_mem_commit_wr_rdy
    ,output logic                           ctrl_datap_store_msg
    ,output logic                           ctrl_datap_store_state
    ,output logic                           ctrl_datap_store_log_entry
    ,output logic                           ctrl_datap_calc_next_entry
    ,input  logic                           datap_ctrl_commit_ok
    ,input  logic                           datap_ctrl_last_commit
    ,output logic                           commit_eng_rdy
);
    typedef enum logic[2:0] {
        READY = 3'd0,
        RD_LOG_ENTRY_HDR = 3'd3,
        LOG_ENTRY_RESP = 3'd4,
        UPDATE_LOG_ENTRY = 3'd5,
        UPDATE_STATE = 3'd6,
        UND = 'X
    } state_e;
    state_e state_reg;
    state_e state_next;
    always_ff @(posedge clk) begin
        if (rst) begin
            state_reg <= READY;
        end
        else begin
            state_reg <= state_next;
        end
    end
    assign commit_eng_rdy = state_reg == READY;
    always_comb begin
        commit_manage_msg_rdy = 1'b0;
        commit_manage_req_rdy = 1'b0;
        commit_log_hdr_mem_rd_req_val = 1'b0;
        commit_log_hdr_mem_rd_resp_rdy = 1'b0;
        commit_log_hdr_mem_wr_val = 1'b0;
        commit_vr_state_wr_req = 1'b0;
        ctrl_datap_store_msg = 1'b0;
        ctrl_datap_store_state = 1'b0;
        ctrl_datap_store_log_entry = 1'b0;
        ctrl_datap_calc_next_entry = 1'b0;
        state_next = state_reg;
        case (state_reg)
            READY: begin
                ctrl_datap_store_msg = 1'b1;
                ctrl_datap_store_state = 1'b1;
                if (manage_commit_msg_val & manage_commit_req_val) begin
                    commit_manage_msg_rdy = 1'b1;
                    commit_manage_req_rdy = 1'b1;
                    state_next = RD_LOG_ENTRY_HDR;
                end
            end
            RD_LOG_ENTRY_HDR: begin
                commit_log_hdr_mem_rd_req_val = 1'b1;
                if (log_hdr_mem_commit_rd_req_rdy) begin
                    state_next = LOG_ENTRY_RESP;
                end
            end
            LOG_ENTRY_RESP: begin
                commit_log_hdr_mem_rd_resp_rdy = 1'b1;
                ctrl_datap_store_log_entry = 1'b1;
                if (log_hdr_mem_commit_rd_resp_val) begin
                    state_next = UPDATE_LOG_ENTRY;
                end
            end
            UPDATE_LOG_ENTRY: begin
                if (~datap_ctrl_commit_ok) begin
                    state_next = READY;
                end
                else begin
                    commit_log_hdr_mem_wr_val = 1'b1;
                    if (log_hdr_mem_commit_wr_rdy) begin
                        ctrl_datap_calc_next_entry = 1'b1;
                        if (datap_ctrl_last_commit) begin
                            state_next = UPDATE_STATE;
                        end
                        else begin
                            state_next = RD_LOG_ENTRY_HDR;
                        end
                    end
                end
            end
            UPDATE_STATE: begin
                commit_vr_state_wr_req = 1'b1;
                if (vr_state_commit_wr_rdy) begin
                    state_next = READY;
                end
            end
        endcase
    end
endmodule
```
`constraint.sdc`:
```
current_design commit_eng_ctrl

set clk_period 1.0
set clk_io_pct 0.2

create_clock -name clk0 -period $clk_period [get_ports {clk}]

set non_clock_inputs [all_inputs -no_clocks]
set_input_delay [expr $clk_period * $clk_io_pct] -clock clk0 $non_clock_inputs
set_output_delay [expr $clk_period * $clk_io_pct] -clock clk0 [all_outputs]
```
`run.sh`:
```
#!/bin/bash
# OpenROAD 26Q1-2900-gdf79404cd8, Yosys 0.63+post, stock flow scripts
make -C /OpenROAD-flow-scripts/flow DESIGN_CONFIG=/design/flow/config.mk WORK_HOME=/design/flow/orfs finish
```
`config.mk`:
```
export PLATFORM = sky130hd
export DESIGN_NAME = commit_eng_ctrl
export DESIGN_NICKNAME = commit_eng_ctrl
export VERILOG_FILES = /design/flow/design.v
export SDC_FILE = /design/flow/constraint.sdc
export NUM_CORES = 4
export LEC_CHECK = 1
export CORE_AREA = 10 10 70 70
export DIE_AREA = 0 0 80 80
```
==> results_dict.tcl <==
# collected from the flow reports
set metrics [dict create \
    rsz0062_at_grt "yes" \
    rr_startpoint "state_reg[3]" \
    vdd_drop_max_uv 186 \
    ys.flops 5 \
    rrSetupSlack_ns -0.04 \
    numCtsBuffers 3 \
    outcome "complete, but fails checks" \
    cp_max_fo 2 \
    r2r_cells 4 \
    gp_congestion 0.658 \
    p_leak_uw 0.000283 \
    grt_pass1_vias 342 \
    finalInstanceArea_um2 654 \
    root_buffer "clkbuf_4" \
    via_count 333 \
    routed_wl_um 1040 \
    holdCritStartpoint "log_hdr_mem_commit_wr_rdy" \
    die_h_um 80 \
    synthesis.area_um2 249 \
    avgSynthCellArea_um2 8.89 \
    fp.coreArea_um2 3420 \
    min_period_ns 1.13 \
    place_area_um2 537 \
    insertedDiodeCount 0 \
    clk_pin_slew_worst_paths_ns 0.05 \
    min_to "state_reg[3]" \
    maxCapViolations 0 \
    fin_skew_ns 0.00593 \
    ys_area_um2 249 \
    yosys_cells 28 \
    cp-end-kind "output port" \
    drc_errors 0 \
    finalSetupViolations 5 \
    fmax_mhz 883 \
    initCoreUtil_pct 7.29 \
    finalCritPeriodShare_pct 113 \
    whs_path_depth 4 \
    die_x_um 80 \
    cts_tree "yes" \
    worstHoldPathType "in2reg" \
    path_class "reg2out" \
    worst_slew_pin_slew_ns 0.190 \
    arrival_ns 0.93 \
    warnings 28 \
    num_io_pins 22 \
    clockBufferDepth 2 \
    cp_slowest_cell "dfxtp_2" \
    setup_slack_ns -0.133 \
    path_delay_family "flip-flops" \
    synthDistinctLibCells 16 \
    avgViaCountPerCell 3.03 \
    cp_cell_sequence "buf_4 > and2_4 > buf_2" \
    power_density_nw_per_um2 887 \
    wl_per_cell_um 9.49 \
    relSlewSlack_pct 87.2 \
    grt_overflow 0 \
    clock-sinks 5 \
    grt_antenna_before_repair 0 \
    fill_cells 375 \
    drt_iter0_markers 26 \
    cts_hold_buf 0 \
    ant_nets 0 \
    slew_viol_final 0 \
    final_util_pct 19.2 \
    die-area_um2 6400 \
    hold_viol_final 0 \
    syn_to_final_growth_pct 163 \
    path_buffers 2 \
    rows 21 \
    gr-usage-all-layers_pct 3.10 \
    drive_above_1_share_pct 56.3 \
    cp_data_required_time_ns 0.80 \
    grt_pass1_wl_um 1570 \
    worstSetupStartpointType "flip-flop" \
    port_buffers 20 \
    largest_reg_flops 5 \
    reg2reg_to "state_reg[0]" \
    clock_latency_ns 0.24 \
    ys_seq_share_pct 40.2 \
    max_stage_delay_ns 0.32 \
    syn_inst 28 \
    synth_warnings 1 \
    grt_max_degree 5 \
    cts_htree_levels 1 \
    first_pass_iters 4 \
    dp_hpwl_um 808 \
    violations "negative setup slack" \
]
stage by stage:
step           power [uW]  setup TNS, ns  hold WS [ns]  instances  setup slack [ns]
2_1_floorplan         238              0         0.269         28            0.0802
3_3_place_gp          326          -2.98         0.456         98            -0.540
3_5_place_dp          327          -3.09         0.469         98            -0.534
4_1_cts               577         -0.545         0.483        111            -0.144
5_1_grt               617         -0.670         0.512        110            -0.165
6_report              581         -0.376         0.488        110            -0.133
power breakdown:
group          switching, uW  internal, uW  total, uW  leakage (uW)
logic                   36.5          95.1        132      0.000225
registers               4.34           208        212     0.0000424
clock network           85.6           151        237     0.0000150
total                    126           454        581      0.000283
routing by layer:
layer	vias to the layer above	routed length [um]	share of wire, %	track usage, %
met5	-	0	0	0
met4	0	0	0	0.528
met3	0	78	7.5	1.02
met2	10	608	58	6.02
met1	155	357	34	3.13
li1	168	-	-	-
worst max path at each step:
stage | startpoint | end | slack, ns | cells past startpoint
after CTS | state_reg[3] | commit_log_hdr_mem_wr_val | -0.14 | 3
after global routing | state_reg[3] | commit_log_hdr_mem_wr_val | -0.17 | 3
final | state_reg[3] | commit_log_hdr_mem_wr_val | -0.13 | 3
what timing repair did:
action,in CTS,in global routing
pin swaps,3,3
setup endpoints to repair,12,12
buffers inserted,9,1
resized,44,11
endpoints found under the hold margin,0,0
placed cells by master (no fill, tap or decap), drive strengths merged:
master,Yosys,final
nand4b,1,1
nand4,1,1
nand2b,3,3
nand3,1,1
dfxtp,5,5
a2111o,1,1
buf,4,24
clkdlybuf4s50,0,5
a31oi,1,1
and2,1,1
and3,1,1
inv,1,1
nand2,2,2
clkbuf,0,4
a21oi,3,3
dlygate4sd2,0,4
a21boi,1,1
clkdlybuf4s15,0,3
nand3b,1,1
nor2b,1,1
cell usage after synthesis (all sizes together):
cell    number  area (um^2)
a2111o       1         11.3
a21boi       1         7.51
a21oi        3         15.0
a31oi        1         6.26
and2         1         7.51
and3         1         7.51
buf          4         30.0
dfxtp        5          100
inv          1         3.75
nand2        2         7.51
nand2b       3         18.8
nand3        1         5.00
nand3b       1         7.51
nand4        1         6.26
nand4b       1         8.76
nor2b        1         6.26
cells by family after synthesis:
family / count (synthesis) / share of synthesized area (%)
AND-OR/OR-AND: 6 / 16.1
buffers and inverters: 5 / 13.6
AND/OR/NAND/NOR: 12 / 30.2
flip-flops: 5 / 40.2
area by class of cell:
| type | count | area [um^2] | area share, % |
|---|---|---|---|
| inverters | 1 | 3.75 | 0.574 |
| clock buffers | 4 | 26.3 | 4.02 |
| flip-flops and latches | 5 | 106 | 16.3 |
| well taps | 46 | 57.6 | 8.80 |
| repair buffers | 36 | 335 | 51.2 |
| multi-input cells | 18 | 125 | 19.1 |
worst register-to-register path, cell delays in order (launching register included):
cell and delay [ns]:
dfxtp_2 0.32, buf_6 0.11, buf_6 0.10, nor2b_1 0.11
a2111o_1 0.27
Power figures rest on the tool's default switching activity, not on a simulated workload.
