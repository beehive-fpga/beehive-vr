`/design/flow/design.v`:
```
module log_reader_in_ctrl (
     input clk
    ,input rst
    ,input  logic                           src_reader_req_val
    ,output logic                           reader_src_req_rdy
    ,output logic                           reader_log_hdr_mem_rd_req_val
    ,input  logic                           log_hdr_mem_reader_rd_req_rdy
    ,input  logic                           log_hdr_mem_reader_rd_resp_val
    ,output logic                           reader_log_hdr_mem_rd_resp_rdy
    ,output logic                           reader_log_data_mem_rd_req_val
    ,input  logic                           log_data_mem_reader_rd_req_rdy
    ,input  logic                           log_data_mem_reader_rd_resp_val
    ,output logic                           reader_log_data_mem_rd_resp_rdy
    ,output logic                           in_write_hdr_fifo_wr_val
    ,input  logic                           write_hdr_fifo_in_wr_rdy
    ,output logic                           store_last_view
    ,output logic                           store_req_info
    ,output logic                           store_log_hdr
    ,output logic                           store_data_line
    ,output logic                           incr_log_resp_size
    ,output logic                           reset_in_hdr_rd_addr
    ,output logic                           incr_in_hdr_rd_addr
    ,output logic                           reset_in_data_rd_addr
    ,output logic                           incr_in_data_rd_addr
    ,input  logic                           output_done
    ,input  logic                           last_hdr_in_rd
    ,input  logic                           last_data_in_rd
);
    typedef enum logic[2:0] {
        READY = 3'd0,
        READ_HDR = 3'd1, 
        STORE_HDR = 3'd2,
        WR_ENTRY_HDR = 3'd3,
        READ_DATA = 3'd4,
        STORE_DATA = 3'd5,
        WR_FIFO = 3'd6,
        WAIT_OUT = 3'd7,
        UND = 'X
    } state_e;
    state_e  state_reg;
    state_e  state_next;
    logic   size_pass_reg;
    logic   size_pass_next;
    always_ff @(posedge clk) begin
        if (rst) begin
            state_reg <= READY;
        end
        else begin
            state_reg <= state_next;
            size_pass_reg <= size_pass_next;
        end
    end
    always_comb begin
        reader_src_req_rdy = 1'b0;
        reader_log_hdr_mem_rd_req_val = 1'b0;
        reader_log_hdr_mem_rd_resp_rdy = 1'b0;
        reader_log_data_mem_rd_req_val = 1'b0;
        reader_log_data_mem_rd_resp_rdy = 1'b0;
        store_req_info = 1'b0;
        store_log_hdr = 1'b0;
        store_data_line = 1'b0;
        in_write_hdr_fifo_wr_val = 1'b0;
        incr_in_hdr_rd_addr = 1'b0;
        reset_in_hdr_rd_addr = 1'b0;
        incr_log_resp_size = 1'b0;
        reset_in_data_rd_addr = 1'b0;
        incr_in_data_rd_addr = 1'b0;
        store_last_view = 1'b0;
        size_pass_next = size_pass_reg;
        state_next = state_reg;
        case (state_reg)
            READY: begin
                reader_src_req_rdy = 1'b1;
                store_req_info = 1'b1;
                size_pass_next = 1'b1;
                reset_in_hdr_rd_addr = 1'b1;
                if (src_reader_req_val) begin
                    state_next = READ_HDR;
                end
            end
            READ_HDR: begin
                reader_log_hdr_mem_rd_req_val = 1'b1;
                if (log_hdr_mem_reader_rd_req_rdy) begin
                    state_next = STORE_HDR;
                end
            end
            STORE_HDR: begin
                store_log_hdr = 1'b1;
                reader_log_hdr_mem_rd_resp_rdy = 1'b1;
                reset_in_data_rd_addr = 1'b1;
                if (log_hdr_mem_reader_rd_resp_val) begin
                    if (size_pass_reg) begin
                        incr_log_resp_size = 1'b1;
                        incr_in_hdr_rd_addr = 1'b1;
                        state_next = READ_HDR;
                        if (last_hdr_in_rd) begin
                            reset_in_hdr_rd_addr = 1'b1;
                            store_last_view = 1'b1;
                            size_pass_next = 1'b0;
                        end
                    end
                    else begin
                        state_next = READ_DATA;
                    end
                end
            end
            READ_DATA: begin
                reader_log_data_mem_rd_req_val = 1'b1;
                if (log_data_mem_reader_rd_req_rdy) begin
                    state_next = STORE_DATA;
                end
            end
            STORE_DATA: begin
                store_data_line = 1'b1;
                reader_log_data_mem_rd_resp_rdy = 1'b1;
                if (log_data_mem_reader_rd_resp_val) begin
                    state_next = WR_FIFO;
                end
            end
            WR_FIFO: begin
                in_write_hdr_fifo_wr_val = 1'b1;
                if (write_hdr_fifo_in_wr_rdy) begin
                    incr_in_data_rd_addr = 1'b1;
                    if (last_data_in_rd) begin
                        incr_in_hdr_rd_addr = 1'b1;
                        if (last_hdr_in_rd) begin
                            state_next = WAIT_OUT;
                        end
                        else begin
                            state_next = READ_HDR;
                        end
                    end
                    else begin
                        state_next = READ_DATA;
                    end
                end
            end
            WAIT_OUT: begin
                if (output_done) begin
                    state_next = READY;
                end
            end
            default: begin
                reader_src_req_rdy = 'X;
                reader_log_hdr_mem_rd_req_val = 'X;
                reader_log_hdr_mem_rd_resp_rdy = 'X;
                reader_log_data_mem_rd_req_val = 'X;
                reader_log_data_mem_rd_resp_rdy = 'X;
                store_req_info = 'X;
                store_log_hdr = 'X;
                store_data_line = 'X;
                in_write_hdr_fifo_wr_val = 'X;
                incr_in_hdr_rd_addr = 'X;
                reset_in_hdr_rd_addr = 'X;
                incr_log_resp_size = 'X;
                reset_in_data_rd_addr = 'X;
                incr_in_data_rd_addr = 'X;
                size_pass_next = 'X;
                state_next = UND;
            end
        endcase
    end
endmodule
```
`/design/flow/run.sh`:
```
#!/bin/bash
# OpenROAD 26Q1-2900-gdf79404cd8, Yosys 0.63+post, stock flow scripts
make -C /OpenROAD-flow-scripts/flow DESIGN_CONFIG=/design/flow/config.mk WORK_HOME=/design/flow/orfs finish
```
`/design/flow/config.mk`:
```
export PLATFORM = sky130hd
export DESIGN_NAME = log_reader_in_ctrl
export DESIGN_NICKNAME = log_reader_in_ctrl
export VERILOG_FILES = /design/flow/design.v
export SDC_FILE = /design/flow/constraint.sdc
export NUM_CORES = 4
export LEC_CHECK = 1
export CORE_AREA = 10 10 70 70
export DIE_AREA = 0 0 80 80
```
`/design/flow/constraint.sdc`:
```
current_design log_reader_in_ctrl

set clk_period 3.3
set clk_io_pct 0.2

create_clock -name clk0 -period $clk_period [get_ports {clk}]

set non_clock_inputs [all_inputs -no_clocks]
set_input_delay [expr $clk_period * $clk_io_pct] -clock clk0 $non_clock_inputs
set_output_delay [expr $clk_period * $clk_io_pct] -clock clk0 [all_outputs]
```
==> impl_metrics.ini <==
; generated from flow reports
[clocking]
cts.sinks = 8
cts_hold_buf = 0
cts_tree = built
post_cts_resized = 0
clk_latency_ns = 0.26
root_buffer = clkbuf_4
htree_num_levels = 1
cts_buffers = 3
max-clock-path-buffers = 2
cts_setup_buffers = 0
clkTransAtPathRegs_ns = 0.05

[place]
place_area_sq_um = 772
portBuffers = 25
gp_congestion = 0.743
dp_cells = 123
dpl.hpwl_mm = 1.29
post-place-ws_ns = 0.588

[sta]
final_hold_viol_count = 0
period_used_share = 0.816
postLayoutSetupSlackWorst_ns = 0.607
setup_tns_ns = 0
setup_viol = 0
rsz0062_at_grt = no
finClkSkew_ns = 0.0112
slew_violations = 0
worst_slew_pin_slew_ns = 0.449
maxSlewHeadroom = 0.700
hold_slack_ns = 0.507
period_minus_slack_ns = 2.69
max_freq_mhz = 371

[logic_synthesis]
ys_cells = 60
synth_flops = 8
ys_warn_count = 1
yosysTopAreaCell = dfxtp_1
synthDistinctLibCells = 29
ys_seq_frac = 0.329
netlist_instances = 60
async_flop_share = 0
most_common_cell = dfxtp_1
yosysTopAreaCellShare = 0.271
top_cells_by_count = dfxtp_1 (7), nand2b_1 (5), a21oi_1 (4), buf_4 (4), nand2_1 (4)
synth.avg_cell_area_sq_um = 8.63
edf_count = 1
synth.area.top_cells = dfxtp_1 (27%), nand2b_1 (6.0%), buf_4 (5.8%)
syn_area_sq_um = 518
yosys_most_used_dff = dfxtp_1
yosysChipArea_sq_um = 518

[grt]
grt_use_total = 0.0463
grt_pass1_vias = 516
overflow = 0
grt_antenna_before_repair = 0
grt_max_degree = 13
grt_first_pass_wirelength_mm = 2.37

[floorplan]
die_w_microns = 80
chipArea_sq_mm = 0.00640
boundaryPins = 26
die_h_microns = 80
core_area_sq_mm = 0.00342
floorplan.core_util = 0.152
rows = 21

[finish]
design_area_sq_um = 798
largest_register_ffs = 7
final_cells = 127
drive_above_1_share = 0.123
utilization = 0.234
nFillCells = 375
syn_to_final_growth_pct = 54.1
logic_area_sq_um = 283
regArea_sq_um = 170

[critical_path]
cp-startpoint = log_hdr_mem_reader_rd_resp_val
worst-setup-path-type = primary input to output pin
worstPathArrival_ns = 2.03
cp_max_fo = 5
reg2reg_from = state_reg[3]
required_ns = 2.64
start_kind = primary input
cp-end-kind = output pin

[pwr]
p_leak_nw = 0.274
peakVddDrop_v = 0.0000652
finalPower_mw = 0.245
p_per_area_mw_per_mm2 = 307

[routing]
ant_nets = 0
wire_per_inst_microns = 11.9
num_vias = 515
drtPass1Iterations = 6
drt_iter0_drc = 33
via_per_inst = 4.06
antenna_cells = 0
wl_mm = 1.51
drc = 0

[outcome]
status = completed

[hold_path]
min_from = state_reg[5]
hp-class = register to register

[job]
warning_count = 25
maxCapViolCount = 0
critical path, stage by stage:
cell and delay, ns:
clkdlybuf4s50_1 0.53, nand3b_1 0.17, o31ai_4 0.19, clkdlybuf4s50_1 0.49
final timing paths:
kind | endpoint | cells past startpoint | slack, ns
max | incr_in_hdr_rd_addr | 4 | 0.61
min | state_reg[3] | 2 | 0.51
max reg2reg | size_pass_reg | 2 | 1.65
min reg2reg | state_reg[3] | 2 | 0.51
routing by layer:
| layer | track usage | wire, microns | vias to the layer above |
|---|---|---|---|
| met4 | 0.0106 | 10 | 0 |
| met5 | 0 | 0 | - |
| li1 | - | - | 253 |
| met1 | 0.0499 | 553 | 235 |
| met2 | 0.0730 | 672 | 25 |
| met3 | 0.0318 | 272 | 2 |
cells by family after synthesis:
| logic type | after synthesis | synth area share |
|---|---|---|
| compound gates | 10 | 0.152 |
| buf+inv | 11 | 0.126 |
| flops | 8 | 0.328 |
| simple gates | 31 | 0.394 |
power breakdown:
part	switching, mW	internal [mW]	total (mW)
logic	0.0187	0.0424	0.0611
clock network	0.0335	0.0462	0.0797
registers	0.00331	0.101	0.105
total	0.0554	0.190	0.245
layout make-up:
cell class | count | area share
Inverter | 3 | 0.0141
Multi-Input combinational cell | 41 | 0.354
Timing Repair Buffer | 25 | 0.313
Clock buffer | 4 | 0.0329
Sequential cell | 8 | 0.213
Tap cell | 46 | 0.0721
cell usage in the layout (no fill, tap or decap), types with 3 or more instances in the layout:
master           netlist  layout
a21oi_1                4       4
clkbuf_4               0       3
clkdlybuf4s50_1        0      25
dfxtp_1                7       7
inv_1                  3       3
nand2_1                4       4
nand2b_1               5       5
nand3b_1               3       3
Power is estimated from default activity; no workload was simulated.
